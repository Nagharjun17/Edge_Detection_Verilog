==> ./design.v <==
`timescale 1ns / 1ps
module fifo_double_line_buffer(
    input clk,
    input rst,
    input we_i,
    input [7 : 0] data_i,
    output [7 : 0] data0_o,
    output [7 : 0] data1_o,
    output [7 : 0] data2_o,
    output done_o
    );
wire [7 : 0] fifo1_data, fifo2_data;
wire fifo1_done, fifo2_done;
assign data0_o = data_i;
assign data1_o = fifo1_data;
assign data2_o = fifo2_data;
assign done_o = fifo1_done;
fifo_single_line_buffer FIFO_SINGLE_LINE_BUFFER_01(
    .clk(clk),
    .rst(rst),
    .we_i(we_i),
    .data_i(data_i),
    .data_o(fifo1_data),
    .done_o(fifo1_done)
    );
fifo_single_line_buffer FIFO_SINGLE_LINE_BUFFER_02(
    .clk(clk),
    .rst(rst),
    .we_i(fifo1_done),
    .data_i(fifo1_data),
    .data_o(fifo2_data),
    .done_o(fifo2_done)
    );
endmodule
`timescale 1ns / 1ps
module fifo_single_line_buffer(
    input clk,
    input rst,
    input we_i,
    input [7:0] data_i,
    output [7:0] data_o,
    output done_o
    );
    parameter DEPTH = 640;
    reg [7 : 0] mem [0 : DEPTH - 1];
    reg [9 : 0] wr_pointer;
    reg [9 : 0] rd_pointer;
    reg [9 : 0] iCounter;
    assign done_o = (iCounter == DEPTH)? 1 : 0;
    assign data_o = mem[rd_pointer];
    always @(posedge clk) begin
        if (rst) begin
            iCounter <= 0;
        end else begin
            if(we_i == 1) begin
                iCounter <= (iCounter == DEPTH) ? iCounter : iCounter + 1;
            end
        end
    end
    always @(posedge clk) begin
        if (rst) begin
            wr_pointer <=0;
        end else begin
            if(we_i == 1) begin
                mem[wr_pointer] <= data_i;
                wr_pointer <= (wr_pointer == DEPTH - 1) ? 0 : wr_pointer + 1;
            end
        end
    end
    always @(posedge clk) begin
        if (rst) begin
            rd_pointer <=0;
        end else begin
            if(we_i == 1) begin
                if (iCounter == DEPTH) begin
                    rd_pointer <= (rd_pointer == DEPTH - 1) ? 0 : rd_pointer + 1;
                end
            end
        end
    end
endmodule
`timescale 1ns / 1ps
module grayscale_to_rgb(
    input clk,
    input rst,
    input [7 : 0] grayscale_i,
    input done_i,
    output reg [7 : 0] red_o,
    output reg [7 : 0] green_o,
    output reg [7 : 0] blue_o,
    output reg done_o
    );
always @(posedge clk ) begin
    if (rst) begin
        red_o <= 8'd0;
        green_o <= 8'd0;
        blue_o <= 8'd0;
        done_o <= 1'd0;
    end else begin
        if (done_i) begin
            red_o <= grayscale_i;
            green_o <= grayscale_i;
            blue_o <= grayscale_i;
        end
        done_o <= done_i;
    end
end
endmodule
`timescale 1ns / 1ps
module rgb_to_grayscale(
    input clk,
    input rst,
    input [7 : 0] red_i,
    input [7 : 0] green_i,
    input [7 : 0] blue_i,
    input done_i,
    output reg [7 : 0] grayscale_o,
    output reg done_o
    );
    always @(posedge clk ) begin
        if(rst) begin
            grayscale_o <= 0;
            done_o <= 0;
        end else begin
            if(done_i == 1) begin
                grayscale_o <= (red_i>>2)   +  (red_i>>5) + (green_i>>1) +
                               (green_i>>4) + (blue_i>>4) + (blue_i>>5);
                done_o <= 1'b1;
            end else begin
                grayscale_o <= 0;
                done_o <= 0;
            end
        end
    end
endmodule
`timescale 1ns / 1ps
module sobel_calc(
    input clk,
    input rst,
    input [7 : 0] d0_i,
    input [7 : 0] d1_i,
    input [7 : 0] d2_i,
    input [7 : 0] d3_i,
    input [7 : 0] d4_i,
    input [7 : 0] d5_i,
    input [7 : 0] d6_i,
    input [7 : 0] d7_i,
    input [7 : 0] d8_i,
    input done_i,
    output reg [7 : 0] grayscale_o,
    output done_o
    );
reg [9 : 0] gx_p;
reg [9 : 0] gx_n;
reg [9 : 0] gx_d;
reg [9 : 0] gy_p;
reg [9 : 0] gy_n;
reg [9 : 0] gy_d;
reg [9 : 0] g_sum;
reg [3 : 0] done_shift;
always @(posedge clk) begin
    if (rst) begin
        gx_p <= 0;
        gx_n <= 0;
    end else begin
        gx_p <= d6_i + (d3_i << 1) + d0_i;
        gx_n <= d8_i + (d5_i << 1) + d2_i;
    end
end
always @(posedge clk) begin
    if (rst) begin
        gy_p <= 0;
        gy_n <= 0;
    end else begin
        gy_p <= d0_i + (d1_i << 1) + d2_i;
        gy_n <= d6_i + (d7_i << 1) + d8_i;
    end
end
always @(posedge clk) begin
    if (rst) begin
        gx_d <= 0;
    end else begin
        gx_d <= (gx_p >= gx_n) ? (gx_p - gx_n) : (gx_n - gx_p); 
    end
end
always @(posedge clk) begin
    if (rst) begin
        gy_d <= 0;
    end else begin
        gy_d <= (gy_p >= gy_n) ? (gy_p - gy_n) : (gy_n - gy_p);
    end
end
always @(posedge clk) begin
    if (rst) begin
        g_sum <= 0;
    end else begin
        g_sum <= gx_d + gy_d;
    end
end
always @(posedge clk) begin
    if (rst) begin
        grayscale_o <= 0;
    end else begin
        grayscale_o <= (g_sum >= 8'd160) ? 8'd255 : g_sum[7 : 0];
    end
end
always @(posedge clk) begin
    if (rst) begin
        done_shift <= 0;
    end else begin
        done_shift <= {done_shift[2 : 0], done_i};
    end
end
assign done_o = done_shift[3];
endmodule
`timescale 1ns / 1ps
module sobel_data_buffer(
    input clk,
    input rst,
    input [7 : 0] grayscale_i,
    input done_i,
    output [7 : 0] d0_o,
    output [7 : 0] d1_o,
    output [7 : 0] d2_o,
    output [7 : 0] d3_o,
    output [7 : 0] d4_o,
    output [7 : 0] d5_o,
    output [7 : 0] d6_o,
    output [7 : 0] d7_o,
    output [7 : 0] d8_o,
    output done_o
    );
wire [7 : 0] double_line_fifo_data0;
wire [7 : 0] double_line_fifo_data1;
wire [7 : 0] double_line_fifo_data2;
wire double_line_fifo_done;
fifo_double_line_buffer FIFO_DOUBLE_LINE_BUFFER(
    .clk(clk),
    .rst(rst),
    .we_i(done_i),
    .data_i(grayscale_i),
    .data0_o(double_line_fifo_data0),
    .data1_o(double_line_fifo_data1),
    .data2_o(double_line_fifo_data2),
    .done_o(double_line_fifo_done)
);
sobel_data_modulate SOBEL_DATA_MODULATE(
    .clk(clk),
    .rst(rst),
    .d0_i(double_line_fifo_data0),
    .d1_i(double_line_fifo_data1),
    .d2_i(double_line_fifo_data2),
    .done_i(double_line_fifo_done),
    .d0_o(d0_o),
    .d1_o(d1_o),
    .d2_o(d2_o),
    .d3_o(d3_o),
    .d4_o(d4_o),
    .d5_o(d5_o),
    .d6_o(d6_o),
    .d7_o(d7_o),
    .d8_o(d8_o),
    .done_o(done_o)
);
endmodule
`timescale 1ns / 1ps
module sobel_data_modulate(
    input clk,
    input rst,
    input [7 : 0] d0_i,
    input [7 : 0] d1_i,
    input [7 : 0] d2_i,
    input done_i,
    output reg [7 : 0] d0_o,
    output reg [7 : 0] d1_o,
    output reg [7 : 0] d2_o,
    output reg [7 : 0] d3_o,
    output reg [7 : 0] d4_o,
    output reg [7 : 0] d5_o,
    output reg [7 : 0] d6_o,
    output reg [7 : 0] d7_o,
    output reg [7 : 0] d8_o,
    output done_o
    );
localparam ROWS = 480;
localparam COLS = 640;
reg [9 : 0] iRows, iCols;
reg [7 : 0] iCounter;
reg [7 : 0] data0, data1, data2, data3, data4, data5, data6, data7, data8;
assign done_o = (iCounter == 2) ? 1 : 0;
always @(posedge clk) begin
    if (rst) begin
        iRows <= 0;
        iCols <= 0;
    end else begin
        if(done_o == 1) begin
            iCols <= (iCols == COLS - 1) ? 0 : iCols + 1;
            if (iCols == COLS - 1) begin
                iRows <= (iRows == ROWS - 1) ? 0 : iRows + 1;
            end
        end
    end
end
always @(*) begin
    if (rst) begin
        d0_o <= 0;
        d1_o <= 0;
        d2_o <= 0;
        d3_o <= 0;
        d4_o <= 0;
        d5_o <= 0;
        d6_o <= 0;
        d7_o <= 0;
        d8_o <= 0;
    end else begin
        if (done_o == 1) begin
            if (iRows == 0 && iCols == 0) begin
                d0_o <= 0;
                d1_o <= 0;
                d2_o <= 0;
                d3_o <= 0;
                d4_o <= data4;
                d5_o <= data5;
                d6_o <= 0;
                d7_o <= data7;
                d8_o <= data8;
            end else if (iRows == 0 && iCols > 0 && iCols < COLS - 1) begin
                d0_o <= 0;
                d1_o <= 0;
                d2_o <= 0;
                d3_o <= data3;
                d4_o <= data4;
                d5_o <= data5;
                d6_o <= data6;
                d7_o <= data7;
                d8_o <= data8;  
            end else if (iRows == 0 && iCols == COLS - 1) begin
                d0_o <= 0;
                d1_o <= 0;
                d2_o <= 0;
                d3_o <= data3;
                d4_o <= data4;
                d5_o <= 0;
                d6_o <= data6;
                d7_o <= data7;
                d8_o <= 0;
            end else if (iRows > 0 && iRows < ROWS - 1 && iCols == 0) begin
                d0_o <= 0;
                d1_o <= data1;
                d2_o <= data2;
                d3_o <= 0;
                d4_o <= data4;
                d5_o <= data5;
                d6_o <= 0;
                d7_o <= data7;
                d8_o <= data8;
            end else if (iRows > 0 && iRows < ROWS - 1 && iCols > 0 && iCols < COLS - 1) begin
                d0_o <= data0;
                d1_o <= data1;
                d2_o <= data2;
                d3_o <= data3;
                d4_o <= data4;
                d5_o <= data5;
                d6_o <= data6;
                d7_o <= data7;
                d8_o <= data8;
            end else if (iRows > 0 && iRows < ROWS - 1 && iCols == COLS - 1) begin
                d0_o <= data0;
                d1_o <= data1;
                d2_o <= 0;
                d3_o <= data3;
                d4_o <= data4;
                d5_o <= 0;
                d6_o <= data6;
                d7_o <= data7;
                d8_o <= 0;
            end else if (iRows == ROWS - 1 && iCols == 0) begin
                d0_o <= 0;
                d1_o <= data1;
                d2_o <= data2;
                d3_o <= 0;
                d4_o <= data4;
                d5_o <= data5;
                d6_o <= 0;
                d7_o <= 0;
                d8_o <= 0;
            end else if (iRows == ROWS - 1 && iCols > 0 && iCols < COLS - 1) begin
                d0_o <= data0;
                d1_o <= data1;
                d2_o <= data2;
                d3_o <= data3;
                d4_o <= data4;
                d5_o <= data5;
                d6_o <= 0;
                d7_o <= 0;
                d8_o <= 0;
            end else if (iRows == ROWS - 1 && iCols == COLS - 1) begin
                d0_o <= data0;
                d1_o <= data1;
                d2_o <= 0;
                d3_o <= data3;
                d4_o <= data4;
                d5_o <= 0;
                d6_o <= 0;
                d7_o <= 0;
                d8_o <= 0;
            end
        end
    end
end
always @(posedge clk) begin
    if(rst) begin
        iCounter <= 0;
    end else begin
        if(done_i == 1) begin
            iCounter <= (iCounter == 2) ? iCounter : iCounter + 1;
        end
    end
end
always @(posedge clk) begin
    if (rst) begin
        data0 <= 0;
        data1 <= 0;
        data2 <= 0;
        data3 <= 0;
        data4 <= 0;
        data5 <= 0;
        data6 <= 0;
        data7 <= 0;
        data8 <= 0;
    end else begin
        if (done_i == 1) begin
            data0 <= data1;
            data1 <= data2;
            data2 <= d2_i;
            data3 <= data4;
            data4 <= data5;
            data5 <= d1_i;
            data6 <= data7;
            data7 <= data8;
            data8 <= d0_i;
        end
    end
end
endmodule
`timescale 1ns / 1ps
module sobel_kernel(
    input clk,
    input rst,
    input [7 : 0] grayscale_i,
    input done_i,
    output [7 : 0] grayscale_o,
    output done_o
    );
    wire [7 : 0] data [0 : 8];
    wire sobel_data_buffer_done;
sobel_data_buffer SOBEL_DATA_BUFFER(
    .clk(clk),
    .rst(rst),
    .grayscale_i(grayscale_i),
    .done_i(done_i),
    .d0_o(data[0]),
    .d1_o(data[1]),
    .d2_o(data[2]),
    .d3_o(data[3]),
    .d4_o(data[4]),
    .d5_o(data[5]),
    .d6_o(data[6]),
    .d7_o(data[7]),
    .d8_o(data[8]),
    .done_o(sobel_data_buffer_done)
    );
sobel_calc SOBEL_CALC(
    .clk(clk),
    .rst(rst),
    .d0_i(data[0]),
    .d1_i(data[1]),
    .d2_i(data[2]),
    .d3_i(data[3]),
    .d4_i(data[4]),
    .d5_i(data[5]),
    .d6_i(data[6]),
    .d7_i(data[7]),
    .d8_i(data[8]),
    .done_i(sobel_data_buffer_done),
    .grayscale_o(grayscale_o),
    .done_o(done_o)
    );
endmodule
`timescale 1ns / 1ps
module sobel_mod(
    input clk,
    input rst,
    input [7 : 0] cam_red_i,
    input [7 : 0] cam_green_i,
    input [7 : 0] cam_blue_i,
    input cam_done_i,
    output [7 : 0] sobel_red_o,
    output [7 : 0] sobel_green_o,
    output [7 : 0] sobel_blue_o,
    output sobel_done_o
    );
    wire [7 : 0] sobel_grayscale_i;
    wire sobel_grayscale_i_done;
    wire [7 : 0] sobel_grayscale_o;
    wire sobel_grayscale_o_done;
    rgb_to_grayscale RGB_TO_GRAYSCALE(
        .clk(clk),
        .rst(rst),
        .red_i(cam_red_i),
        .green_i(cam_green_i),
        .blue_i(cam_blue_i),
        .done_i(cam_done_i),
        .grayscale_o(sobel_grayscale_i),
        .done_o(sobel_grayscale_i_done)
    );
    sobel_kernel SOBEL_KERNEL(
        .clk(clk),
        .rst(rst),
        .grayscale_i(sobel_grayscale_i),
        .done_i(sobel_grayscale_i_done),
        .grayscale_o(sobel_grayscale_o),
        .done_o(sobel_grayscale_o_done)
    );
    grayscale_to_rgb GRAYSCALE_TO_RGB(
        .clk(clk),
        .rst(rst),
        .grayscale_i(sobel_grayscale_o),
        .done_i(sobel_grayscale_o_done),
        .red_o(sobel_red_o),
        .green_o(sobel_green_o),
        .blue_o(sobel_blue_o),
        .done_o(sobel_done_o)
     );
endmodule
==> ./run.sh <==
#!/bin/bash
# OpenROAD 26Q1-2900-gdf79404cd8, Yosys 0.63+post, stock flow scripts
make -C /OpenROAD-flow-scripts/flow DESIGN_CONFIG=/design/flow/config.mk WORK_HOME=/design/flow/orfs finish
==> ./config.mk <==
export PLATFORM = sky130hd
export DESIGN_NAME = sobel_mod
export DESIGN_NICKNAME = sobel_mod
export VERILOG_FILES = /design/flow/design.v
export SDC_FILE = /design/flow/constraint.sdc
export NUM_CORES = 4
export LEC_CHECK = 1
export CORE_UTILIZATION = 30
export SYNTH_MEMORY_MAX_BITS = 65536
==> ./constraint.sdc <==
current_design sobel_mod

set clk_period 125.0
set clk_io_pct 0.2

create_clock -name clk0 -period $clk_period [get_ports {clk}]

set non_clock_inputs [all_inputs -no_clocks]
set_input_delay [expr $clk_period * $clk_io_pct] -clock clk0 $non_clock_inputs
set_output_delay [expr $clk_period * $clk_io_pct] -clock clk0 [all_outputs]
==> notes.org <==
#+TITLE: Flow metrics

** Floorplan
- The floorplan report gives the top-level pin count as 52.
- Die boundary width :: 1.17 mm
- Core Rows :: 429
- In the floorplan report the effective utilization is 0.301.
- After floorplanning, the core was sized to cover 1370000 um2.
- The chip occupies 1380000 um2.
- Die y size :: 1.17 mm

** Clock tree
- CTS max path bufs :: 6
- After clock tree synthesis, the repair step resized 0 gates.
- Clock transition at the register clock pins on the worst setup and hold paths after CTS :: 60 ps
- TritonCTS buffer count :: 1180
- TritonCTS built the clock tree.
- CTS root buffer :: sky130_fd_sc_hd__clkbuf_16
- Setup Fix Bufs, Post-CTS :: 0
- Depth of the CTS H-tree :: 7
- Number of buffers added to fix hold violations after cts :: 0
- Worst skew pair latency :: 1290 ps

** Timing
- Hold_ws :: 429 ps
- 64 endpoints have no timing constraint.
- Final total negative setup slack :: 0 ps
- The smallest clock period supported by the final layout is computed as 28620 ps.
- Count of unclocked register or latch pins :: 64
- Setup repair after global routing left no endpoint under its margin.
- The final max-slew violation count recorded for this run is 0.
- For this run, the final setup violation count is recorded as 0.
- Slack of the critical path :: 96380 ps
- Period Utilization, post-route :: 0.229
- Maximum clock rate :: 34.9 MHz
- Worst-case headroom to the max-slew limit :: 0.0964
- The final hold violation count recorded for this run is 0.
- Clock Skews :: 265 ps
- Worst-margin pin slew :: 1350 ps

** Pwr
- The share of total power dissipated in sequential elements is 0.532.
- The switching component of the power was reported as 0.00156 W.
- Internal power :: 0.00599 W
- Share of total power consumed by net switching :: 0.207
- Leakage :: 141 nW
- The design draws 0.00755 W.
- The share of total power dissipated in the clock network is 0.439.
- Of the total power, combinational logic draws 0.029.
- Highest ir drop seen on vdd :: 0.0130 mV
- Power density over the cells :: 16.0 nW/um2

** Routing
- DRC marker count from the first detailed-route iteration :: 14300
- Post-DR wirelength/cell :: 29.2 um
- Summing over every cut layer, the via total after detailed routing is 200000.
- Final wirelength :: 1150 mm
- Top routing layer in use :: met5
- The iteration count recorded for the first detailed-route pass is 5.
- DRC :: 0
- The count of nets left with antenna violations once routing finished came out at 0.
- Summed over all nets, wire length on met3 after detailed routing comes to 223 mm.
- The routed design shows a via density per instance of 5.09.
- Per the detail_route log, met2 wirelength is 523 mm.
- Length of routed wiring on met1 :: 343 mm

** Setup path
- The worst setup path is captured at a flop.
- STA classifies the critical path startpoint as an input port.
- The critical path is of the input port to flop type.
- Worst endpoint data arrival time :: 29650 ps
- Walking the worst path, the cells encountered are clkdlybuf4s50_1, ha_1, inv_1, fa_1, inv_1, fa_1, inv_1, fa_1, fa_1, inv_1, ha_1, inv_1, fa_1, nor2b_1, o21ai_0, nand2b_1, a21o_1, a21oi_1, xnor2_1, nor2_1.
- In this run the worst path has a maximum fanout of 2.
- Crit path required time :: 126030 ps
- Maximum single-stage delay on the critical path :: 700 ps
- The critical path's slowest stage uses the library cell sky130_fd_sc_hd__clkdlybuf4s50_1.

** Synth
- The synthesized netlist handed to floorplanning was reported with a cell count of 19500.
- In the Yosys report the total cell count is 19500.
- Looking at the cell usage after synthesis, the top flip-flop cell is sky130_fd_sc_hd__edfxtp_1.
- Chip area estimate from yosys synthesis :: 412000 um2
- Fraction of synthesis flops using an asynchronous set or reset pin :: 0
- Counting flops with a built-in enable in the synthesized netlist gives 10200.
- The gate-level netlist out of Yosys references 91 unique cell types.
- Synthesized area :: 412000 um2
- Each instance of the synthesized netlist takes up on average 21.1 um2.
- The post-synth register bit count is 10600.
- Total of warnings raised by yosys :: 6

** Flow run
- Across all stage logs, warnings added up to 88.
- Max-cap violations in this run came to 0.

** Layout
- Counting the fill cells in the layout gives 124000.
- Registers take 314000 um2.
- Layout-stage area growth over the synthesis result :: 14.6%
- Layout Cell Area excl Fill :: 472000 um2
- Comb. cell area :: 91400 um2
- Proportion of layout cells with a drive suffix above 1 :: 0.249

** Global routing
- In the global route stage, overall resource usage came out at 0.177.
- Initial antenna violation count :: 93
- Largest net degree at the start of global routing :: 135
- Overflow left after global routing :: 0
- Vias in the first global route :: 221000
- The first global-routing pass estimated 1620 mm of wire.

** Placement
- In this run the cell area measured after placement is 435000 um2.
- Summed over all nets, the half-perimeter wirelength after detailed placement is 716 mm.
- RD Place Congestion :: 0.893
- Setup slack on the worst path after placement came out at 95040 ps.
- IO Port Bufs :: 44

** Run status
- Outcome :: finished, final reports clean

** Worst hold path
- Path type of the worst min-delay path :: flop to flop
## layout make-up
cell class                 instances  share of cell area
antenna                          122            0.000647
clock buffer                    1429              0.0657
clock inverter                   590              0.0116
inverter                         128             0.00105
multi-input combinational       7631               0.194
sequential                     10600               0.666
tap                            18100              0.0480
timing repair buffer             784              0.0134
## power groups by stage
stage / sequential (W) / clock [W] / combinational [W]
4_1_cts: 0.00402 / 0.00336 / 0.000218
5_1_grt: 0.00402 / 0.00350 / 0.000238
6_report: 0.00402 / 0.00331 / 0.000216
## cells in the final DEF, fill, tap and decap left out, types with 100 or more instances in the layout
| cell | synthesis | layout |
|---|---|---|
| sky130_fd_sc_hd__edfxtp_1 | 10200 | 10200 |
| sky130_fd_sc_hd__mux4_2 | 2690 | 2690 |
| sky130_fd_sc_hd__nor2_1 | 1604 | 1587 |
| sky130_fd_sc_hd__clkbuf_16 | 0 | 1199 |
| sky130_fd_sc_hd__buf_4 | 204 | 714 |
| sky130_fd_sc_hd__nand2_1 | 570 | 511 |
| sky130_fd_sc_hd__mux2i_1 | 407 | 407 |
| sky130_fd_sc_hd__dfxtp_1 | 270 | 248 |
| sky130_fd_sc_hd__a21oi_1 | 221 | 221 |
| sky130_fd_sc_hd__clkinv_1 | 3 | 221 |
| sky130_fd_sc_hd__clkbuf_1 | 491 | 219 |
| sky130_fd_sc_hd__a22oi_1 | 216 | 216 |
| sky130_fd_sc_hd__clkinv_2 | 0 | 198 |
| sky130_fd_sc_hd__o22ai_1 | 185 | 185 |
| sky130_fd_sc_hd__nand3_1 | 143 | 131 |
| sky130_fd_sc_hd__diode_2 | 0 | 122 |
| sky130_fd_sc_hd__ha_1 | 122 | 122 |
| sky130_fd_sc_hd__inv_1 | 122 | 119 |
| sky130_fd_sc_hd__o21ai_0 | 116 | 114 |
| sky130_fd_sc_hd__a22o_1 | 113 | 113 |
| sky130_fd_sc_hd__a221oi_1 | 111 | 111 |
| sky130_fd_sc_hd__bufinv_16 | 0 | 100 |
## synthesized netlist by cell type, types with 55 or more instances
master                         n  share of area
sky130_fd_sc_hd__dlxtn_1      64         0.0023
sky130_fd_sc_hd__clkbuf_1    491         0.0045
sky130_fd_sc_hd__nand2_1     570         0.0052
sky130_fd_sc_hd__ha_1        122         0.0037
sky130_fd_sc_hd__dfxtp_1     270          0.013
sky130_fd_sc_hd__nor2_1     1604          0.015
sky130_fd_sc_hd__and3_1       55        0.00084
sky130_fd_sc_hd__a21oi_1     221         0.0027
sky130_fd_sc_hd__buf_6       113         0.0031
sky130_fd_sc_hd__mux4_2     2690           0.15
sky130_fd_sc_hd__inv_1       122         0.0011
sky130_fd_sc_hd__a22oi_1     216         0.0039
sky130_fd_sc_hd__edfxtp_1  10200           0.75
sky130_fd_sc_hd__nor3_1       87         0.0011
sky130_fd_sc_hd__o21ai_0     116         0.0014
sky130_fd_sc_hd__nor2b_1      86         0.0013
sky130_fd_sc_hd__and2_1       81         0.0012
sky130_fd_sc_hd__mux2_2       70         0.0019
sky130_fd_sc_hd__mux2i_1     407         0.0099
sky130_fd_sc_hd__nand4_1      62        0.00094
sky130_fd_sc_hd__buf_1        70        0.00064
sky130_fd_sc_hd__a221oi_1    111         0.0024
sky130_fd_sc_hd__xor2_1       61         0.0013
sky130_fd_sc_hd__buf_4       204         0.0037
sky130_fd_sc_hd__buf_2       299         0.0036
sky130_fd_sc_hd__o22ai_1     185         0.0028
sky130_fd_sc_hd__nand3_1     143         0.0017
sky130_fd_sc_hd__a22o_1      113         0.0024
sky130_fd_sc_hd__xnor2_1      56         0.0012
## through the flow
stage / cells / util
2_1_floorplan: 19500 / -
3_3_place_gp: 37200 / 0.318
3_5_place_dp: 37200 / 0.318
4_1_cts: 39200 / 0.345
5_1_grt: 39300 / 0.345
6_report: 39400 / 0.345
## cell families (layout without fill, tap and decap cells)
logic type,count (synthesis),in the layout,synth area share
xor+xnor,117,117,0.00249
latches,64,64,0.00233
buf+inv,1318,2931,0.0173
flops,10500,10500,0.760
simple gates,2839,2839,0.0296
mux,3168,3168,0.159
compound gates,1336,1336,0.0229
fa+ha+maj,171,171,0.00609
other cells,0,122,0
## per-layer routing
layer | vias up | track usage
met5 | - | 0.0289
met4 | 151 | 0.0674
met3 | 2510 | 0.158
met2 | 12900 | 0.258
met1 | 102000 | 0.177
li1 | 82700 | -
## critical path: cells and delay by family
family	cells	cell delay (ps)
AND-OR/OR-AND	3	320
XOR/XNOR	1	170
adder cells (fa/ha/maj)	7	2720
buffers and inverters	6	1050
AND/OR/NAND/NOR	3	370
## worst paths after layout
check	from	end	slack [ps]	cells after the start
setup reg to reg	flop	flop	115180	17
hold / removal	flop	flop	430	2
hold reg to reg	flop	flop	430	2
setup / recovery	cam_red_i[2]	RGB_TO_GRAYSCALE.grayscale_o[7]	96380	20
Power is estimated from default activity; no workload was simulated.
